[constraint.sdc]
current_design lab6_2_2

set clk_period 2.4
set clk_io_pct 0.2

create_clock -name clk0 -period $clk_period [get_ports {Clk}]

set non_clock_inputs [all_inputs -no_clocks]
set_input_delay [expr $clk_period * $clk_io_pct] -clock clk0 $non_clock_inputs
set_output_delay [expr $clk_period * $clk_io_pct] -clock clk0 [all_outputs]
[config.mk]
export PLATFORM = sky130hd
export DESIGN_NAME = lab6_2_2
export DESIGN_NICKNAME = lab6_2_2
export VERILOG_FILES = /design/flow/design.v
export SDC_FILE = /design/flow/constraint.sdc
export NUM_CORES = 4
export LEC_CHECK = 1
export CORE_AREA = 10 10 70 70
export DIE_AREA = 0 0 80 80
[run.sh]
#!/bin/bash
# OpenROAD 26Q1-2900-gdf79404cd8, Yosys 0.63+post, stock flow scripts
make -C /OpenROAD-flow-scripts/flow DESIGN_CONFIG=/design/flow/config.mk WORK_HOME=/design/flow/orfs finish
[design.v]
module D_FF_behavior(
    input D,
    input Clk,
    input Clear_n,
    output reg Q
    );
    always @(posedge Clk or negedge Clear_n)
    begin
        if(~Clear_n)
            Q<=0;
        else if (Clk)
            Q<=D;
    end
endmodule
module T_FF_useD_dataflow(
    input T,
    input Clk,
    input Clear_n,
    output Q
    );
    D_FF_behavior DFF (T^Q,Clk,Clear_n,Q);
endmodule
module lab6_2_2(
    input Clk,
    input Clear_n,
    input Enable,
    output [7:0] Q
    );
    wire[6:0] l;
        T_FF_useD_dataflow T0 (Enable,Clk,Clear_n,Q[0]);
        assign l[0]=Q[0]&Enable;
        T_FF_useD_dataflow T1 (l[0],Clk,Clear_n,Q[1]);
        assign l[1]=Q[1]&l[0];
        T_FF_useD_dataflow T2 (l[1],Clk,Clear_n,Q[2]);
        assign l[2]=Q[2]&l[1];
        T_FF_useD_dataflow T3 (l[2],Clk,Clear_n,Q[3]);
        assign l[3]=Q[3]&l[2];
        T_FF_useD_dataflow T4 (l[3],Clk,Clear_n,Q[4]);
        assign l[4]=Q[4]&l[3];
        T_FF_useD_dataflow T5 (l[4],Clk,Clear_n,Q[5]);
        assign l[5]=Q[5]&l[4];
        T_FF_useD_dataflow T6 (l[5],Clk,Clear_n,Q[6]);
        assign l[6]=Q[6]&l[5];
        T_FF_useD_dataflow T7 (l[6],Clk,Clear_n,Q[7]);
endmodule
==> results.sh <==
# source this file to load flow results
export IMPL_most_numerous_cell_on_the_critical_path="sky130_fd_sc_hd__ha_1"
export IMPL_start_kind="input port"
export IMPL_cts_post_setup_buffers_inserted=0
export IMPL_drt_total_wl_um=543
export IMPL_mappedNetlistArea_um2=357
export IMPL_globalRoute_totalOverflow=0
export IMPL_cts_root_buf="sky130_fd_sc_hd__clkbuf_4"
export IMPL_fp_utilization_pct=10.4
export IMPL_cts_hold_repair_buffers=0
export IMPL_layoutNonFillerInstCount=75
export IMPL_holdPathStages=1
export IMPL_switching_share_pct=21.8
export IMPL_timing_max_slew_rel_slack_pct=77.3
export IMPL_fmax_mhz=453
export IMPL_worst_slew_pin_transition_ns=0.339
export IMPL_reg2reg_setup_slack_ns=0.47
export IMPL_die_width_um=80
export IMPL_placed_cells_incl_taps=72
export IMPL_drive_above_1_share_pct=10.3
export IMPL_setup_violations_final=0
export IMPL_cts_sinks=8
export IMPL_cp_cell_sequence="clkdlybuf4s50_1, ha_1, ha_1, ha_1, ha_1, ha_1, ha_1, ha_1, xor2_1"
export IMPL_required_ns=2.52
export IMPL_place_hpwl_um=505
export IMPL_vias_per_cell=2.25
export IMPL_avgSynthCellArea_um2=14.9
export IMPL_critical_path_top_delay_family="adder cells"
export IMPL_cts_max_path_buffers=2
export IMPL_globalplace_congestion=0.671
export IMPL_tool_warnings=25
export IMPL_worstHoldStart="T7.DFF.Q"
export IMPL_power_clock_fraction_pct=20.3
export IMPL_wire_per_inst_um=7.24
export IMPL_maxSlewViolCount=0
export IMPL_layout_core_utilization_pct=14.0
export IMPL_antenna_cells_inserted=0
export IMPL_layout_filler_cells=393
export IMPL_post_cts_resized_instances=0
export IMPL_cts_reportedPaths_clkPinSlew_ns=0.05
export IMPL_portBuffers=10
export IMPL_worstPathMaxFanout=1
export IMPL_grt_pass1_wl_um=938
export IMPL_run_status="finished clean"
export IMPL_power_internal_mw=0.360
export IMPL_post_route_min_period_ns=2.21
export IMPL_place_worst_setup_slack_ns=-0.0776
export IMPL_grt_max_degree=9
export IMPL_yosysUniqueCellTypes=4
export IMPL_cts_buffers_inserted=3
export IMPL_regToRegStartpoint="T0.DFF.Q"
export IMPL_critical_path_max_stage_delay_ns=0.41
export IMPL_worstRegToRegCells=8
export IMPL_power_density_mw_per_mm2=965
export IMPL_hold_path_class="flip-flop to flip-flop"
export IMPL_die_height_um=80
export IMPL_post_route_period_util_pct=92.1
export IMPL_seq_power_share_pct=48.2
export IMPL_critical_path_buf_inv_count=1
export IMPL_worst_skew_pair_latency_ns=0.24
export IMPL_cts_max_level=1
export IMPL_p_leak_nw=0.226
export IMPL_finalWorstSetupSlack_ns=0.190
export IMPL_power_total_mw=0.460
export IMPL_hold_viol_final=0
export IMPL_cts_tree="done"
export IMPL_placeableCoreArea_mm2=0.00342
export IMPL_crit_path_capture_type="flip-flop"
export IMPL_first_iter_violations=4
export IMPL_timing_setup_tns_ns=0
export IMPL_chip_area_mm2=0.00640
export IMPL_number_of_global_route_vias_before_repair=197
export IMPL_synth_yosys_seq_area_share_pct=56.1
export IMPL_num_vias=169
export IMPL_drv_max_cap_violation_count=0
export IMPL_grt_setup_unrepaired="false"
export IMPL_synthesis_instances=24
export IMPL_worst_hold_path_endpoint="T7.DFF.Q"
export IMPL_drt_first_pass_iters=3
export IMPL_yosys_warnings=1
export IMPL_slowest_stage="sky130_fd_sc_hd__clkdlybuf4s50_1"
export IMPL_detail_route_drc_violations=0
export IMPL_regToRegEndpoint="T7.DFF.Q"
export IMPL_area_delta_synth_final_pct=33.7
export IMPL_ys_cells=24
export IMPL_antenna_found_initial=0
export IMPL_combPwrFrac_pct=31.5
export IMPL_arrival_ns=2.33
export IMPL_route_antenna_remaining_nets=0
export IMPL_peakVddDrop_v=0.000195
export IMPL_crit_type="input port to flip-flop"
export IMPL_rows=21
export IMPL_postSynthRegisterBits=8
export IMPL_io_pins=11
export IMPL_worst_clock_skew_ns=0.00149
export IMPL_gr_usage_all_layers_pct=2.02
export IMPL_yosys_stat_area_um2=357
export IMPL_net_switching_power_mw=0.100
==> final cells by class <==
class / count / area, um2 / area share (%)
flip-flops and latches: 8 / 200 / 42.0
repair buffers: 10 / 100 / 21.0
multi-input cells: 8 / 96.3 / 20.2
well taps: 46 / 57.6 / 12.1
clock buffers: 3 / 22.5 / 4.72
==> synth_stat cells, drive strengths merged <==
cell / instances / area [um2]
dfrtp: 8 / 200
xor2: 1 / 8.76
ha: 7 / 87.6
buf: 8 / 60.1
==> power by group through the flow <==
stage / registers [mW] / logic [mW] / clock network (mW)
final: 0.222 / 0.145 / 0.0936
after global routing: 0.232 / 0.169 / 0.112
after CTS: 0.223 / 0.157 / 0.100
==> per-layer routing <==
| metal | vias up | part of all wire [%] | GRT usage [%] |
|---|---|---|---|
| met5 | - | 0 | 0 |
| met4 | 0 | 0 | 0.352 |
| met3 | 0 | 23 | 2.73 |
| met2 | 9 | 42 | 2.89 |
| met1 | 78 | 34 | 1.68 |
| li1 | 82 | - | - |
==> worst reg2reg max path, stage by stage (launching register included) <==
cell                      delay, ns
sky130_fd_sc_hd__dfrtp_1       0.38
sky130_fd_sc_hd__ha_1          0.18
sky130_fd_sc_hd__ha_1          0.18
sky130_fd_sc_hd__ha_1          0.18
sky130_fd_sc_hd__ha_1          0.18
sky130_fd_sc_hd__ha_1          0.18
sky130_fd_sc_hd__ha_1          0.18
sky130_fd_sc_hd__ha_1          0.19
sky130_fd_sc_hd__xor2_1        0.16
==> cells by family after synthesis <==
family     count (synthesis)  synth area share [%]
xor+xnor                   1                  2.46
fa+ha+maj                  7                  24.6
buf+inv                    8                  16.8
flops                      8                  56.1
==> flip-flops by register name (all words and copies together) (netlist names) <==
signal,count
T5.DFF.Q,1
T4.DFF.Q,1
T6.DFF.Q,1
T7.DFF.Q,1
T2.DFF.Q,1
T3.DFF.Q,1
T1.DFF.Q,1
T0.DFF.Q,1
==> through the flow <==
step | cell area (um2) | hold WS, ns
3_3_place_gp | 454 | 0.452
5_1_grt | 477 | 0.500
3_5_place_dp | 454 | 0.452
4_1_cts | 477 | 0.462
6_report | 477 | 0.459
2_1_floorplan | 357 | 0.184
==> placed cells by master (no fill, tap or decap) <==
cell | netlist | routed
sky130_fd_sc_hd__dfrtp_1 | 8 | 8
sky130_fd_sc_hd__ha_1 | 7 | 7
sky130_fd_sc_hd__clkdlybuf4s50_1 | 0 | 10
sky130_fd_sc_hd__xor2_1 | 1 | 1
sky130_fd_sc_hd__clkbuf_4 | 0 | 3
==> worst max path at each step <==
| stage | start | to | slack (ns) | depth (start not counted) |
|---|---|---|---|---|
| 6_report | Enable | T7.DFF.Q | 0.19 | 9 |
| 5_1_grt | Enable | T7.DFF.Q | 0.10 | 9 |
| 4_1_cts | Enable | T7.DFF.Q | 0.18 | 9 |
Power and IR drop assume default switching activity.
