==> /design/flow/constraint.sdc <==
current_design lab6_2_3

set clk_period 1.3
set clk_io_pct 0.2

create_clock -name clk0 -period $clk_period [get_ports {Clk}]

set non_clock_inputs [all_inputs -no_clocks]
set_input_delay [expr $clk_period * $clk_io_pct] -clock clk0 $non_clock_inputs
set_output_delay [expr $clk_period * $clk_io_pct] -clock clk0 [all_outputs]
==> /design/flow/config.mk <==
export PLATFORM = sky130hd
export DESIGN_NAME = lab6_2_3
export DESIGN_NICKNAME = lab6_2_3
export VERILOG_FILES = /design/flow/design.v
export SDC_FILE = /design/flow/constraint.sdc
export NUM_CORES = 4
export LEC_CHECK = 1
export CORE_AREA = 10 10 70 70
export DIE_AREA = 0 0 80 80
==> /design/flow/design.v <==
module lab6_2_3(
    input Clk,
    input Clear,
    input Enable,
    input Load,
    output [3:0] Q
    );
    reg[3:0] count;
    wire cnt_done;
    assign cnt_done= ~| count;
    assign Q=count;
    always @(posedge Clk)
        if(Clear)
            count<=0;
        else if (Enable)
            if (Load | cnt_done)
                count <= 4'b1010;
            else 
                count <= count - 1;
endmodule
==> /design/flow/run.sh <==
#!/bin/bash
# OpenROAD 26Q1-2900-gdf79404cd8, Yosys 0.63+post, stock flow scripts
make -C /OpenROAD-flow-scripts/flow DESIGN_CONFIG=/design/flow/config.mk WORK_HOME=/design/flow/orfs finish
==> notes.md <==
Synthesis and place-and-route results.

- The flow ran to the end, and the final reports show no timing, DRC or antenna violations.
- For this run, the register share of the synthesized area comes to between 30% and 40%.
- The number of core rows is 21.
- For this design the static power due to leakage is 0.151 nW.
- Across every metal layer, demand over resource in global routing totals ~1.8%.
- Power spread over the standard cell area amounts to 957 mW/mm^2.
- Synthesis produced a netlist whose cell count is 22.
- Looking at the clock tree report, the maximum root-to-sink buffer count equals 2.
- The classification of the worst-slack hold path is flip-flop to flip-flop.
- Cells with a size suffix above 1 make up between 30% and 40% of the layout.
- The first TritonRoute pass finished after 4 iterations.
- The final hold slack is about 0.53 ns.
- The via count of the first global-routing pass is roughly 230.
- The largest clock skew in the final design is 0.00213 ns.
- After detailed routing, the total wire length is around 660 um.
- For reference, the most critical setup path is categorized as flip-flop to flip-flop.
- After legalization and detailed placement, the total HPWL measured between 500 and 600 um.
- Counting the warning lines in the Yosys log gives 1.
- The cell with the most instances after synthesis is sky130_fd_sc_hd__dfxtp_1.
- The final report gives the standard cell area, fillers excluded, as 394 um^2.
- The routed via count divided by cell count is about 2.7.
- The number of violations reported at the end of detailed-routing iteration 0 is 4.
- The number of warnings in the stage logs is 25.
- met1 track demand over resource after global routing is 1.26%.
- The diode insertion count for antenna repair is 0.
- The area of the core is 0.00342 mm^2.
- The final routed wire length divided by cell count is between 8 and 9 um.
- The clock sink total is 4.
- The final timing summary puts the cycle share of the worst path at a little over nine tenths.
- Between the synthesized netlist and the finished layout, the area growth was recorded as 92.1%.
- The met2 track demand over resource is between 3 and 4%.
- The pin count of the biggest net entering global routing is 6.
- Yosys reports that the most numerous cell types are sky130_fd_sc_hd__dfxtp_1 (4), sky130_fd_sc_hd__inv_1 (2), sky130_fd_sc_hd__nor2_1 (2).
- For the finished layout, the period the worst path requires is around 1.2 ns.
- The maximum clock frequency is slightly above 800 MHz.
- The first global-routing pass estimated between 900 and 1000 um of wire.
- According to the floorplan report, the total die area is 0.00640 mm^2.
- The netlist uses 17 different library cells.
- The register with the most flip-flops in the layout has 4 of them.
- Summing all placed instances gives a cell area of between 300 and 400 um^2.
- On met3, the global router reports a usage of less than 1%.
- The vertical die dimension is 80 um.
- The cell type contributing the most total cell area after synthesis is sky130_fd_sc_hd__dfxtp_1.
- Counting flops with an async set or reset pin after synthesis yields a share of 0%.
- The clock transition at the registers of the reported paths is 0.04 ns.
- Per the CTS log, the root buffer master is sky130_fd_sc_hd__clkbuf_4.
- The worst setup path is captured at a flip-flop.
- The cell count listed in synth_stat.txt is 22.
- The worst-case reg-to-reg setup slack stands at ~0.060 ns.
- The number of flops mapped to enable cells by yosys is 0.
- The count of boundary I/O pins is 8.
- Endpoints failing hold in the final report were tallied at 0.
- The sum of overflow across all layers after global routing is 0.
- The area of the mapped netlist is 205 um^2.
- Counting the buffers created by CTS gives 3.
- The required time of the critical path is about 1.4 ns.
- The final estimated routing congestion in global placement is about 0.85.
- The worst setup slack before clock tree synthesis is -0.0661 ns.
- The overall via count from detail_route is approximately 220.
- Clock latency on the worst-skew pair, taken at its later pin, is around 0.23 ns.
- The per-instance average area after synthesis is roughly 9.3 um^2.
- The data arrival time of the worst path is 1.38 ns.
- For the pin with the worst max-slew slack, the measured transition is ~0.31 ns.
- STA lists the maximum fanout along the critical path as 3.
- The smallest setup slack after layout is 0.0599 ns.
- Per the slew report, the remaining headroom to the max-slew limit stands at between 70% and 80%.
- The top cell type's share of synthesized area is between 30% and 40%.
- The largest registers in the layout are count (4).
- The power consumption is between 0.3 and 0.4 mW.
- The die span in x is 80 um.
- The main area contributors are sky130_fd_sc_hd__dfxtp_1 (39%), sky130_fd_sc_hd__a311oi_2 (7.3%), sky130_fd_sc_hd__ha_1 (6.1%), sky130_fd_sc_hd__or3b_4 (5.5%), sky130_fd_sc_hd__a32oi_1 (4.3%).
- CTS built an H-tree with a depth of 1.
- The register ranked first by flip-flop count is count.
- The element type at the critical path start is a flip-flop.
- The number of buffer cells added on primary ports is 7.
- met2 is the most crowded layer.
- After synthesis the netlist holds a flip-flop and latch count of 4.
- The number of remaining DRC errors is 0.
- The yosys-reported design area after synthesis is roughly 200 um^2.
- In the synthesized netlist the dominant register cell turns out to be sky130_fd_sc_hd__dfxtp_1.
- In the final report, the number of pins over their slew limit comes to 0.
- The analysis reports a worst IR drop on VDD of 0.0892 mV.
- The TritonCTS clock tree is built.
- The setup-violating endpoint count in the final report is 0.
- For the final routed database, the setup TNS stands at 0 ns.
- The remaining antenna violation count is 0.
- The initial antenna violation count came to 0.
- The starting utilization of the core area is under 10%.
- The total of max-cap violations is 0.
- Setup repair after global routing left no endpoint under its margin.
-- cell families (layout without fill, tap and decap cells) --
logic type | after synthesis | count (layout) | synth area share (%)
DFF | 4 | 4 | 39.0
adders and majority gates | 1 | 1 | 6.10
and+or+nand+nor | 8 | 8 | 23.8
AOI/OAI and AO/OA | 7 | 7 | 27.4
buffers and inverters | 2 | 16 | 3.66
-- power by group --
part	total (mW)	internal, mW	switching [mW]
Clock	0.152	0.103	0.0493
Combinational	0.0877	0.0529	0.0347
Sequential	0.137	0.132	0.00536
Total	0.377	0.288	0.0894
-- area by class of cell --
| class | instances | area [um^2] |
|---|---|---|
| sequential | 4 | 87.6 |
| inverter | 2 | 7.51 |
| timing repair buffer | 11 | 98.8 |
| fill | 393 | 3020 |
| multi-input combinational | 16 | 120 |
| clock buffer | 3 | 22.5 |
| tap | 46 | 57.6 |
-- stage by stage --
stage                     utilization [%]  cells
final                                11.5     82
after global routing                 11.5     82
after CTS                            11.5     82
after detailed placement             10.2     77
after global placement               10.2     77
after floorplan                         -     22
-- worst max-delay path, stage by stage (launching register included) --
cell	delay, ns
sky130_fd_sc_hd__dfxtp_2	0.31
sky130_fd_sc_hd__inv_1	0.08
sky130_fd_sc_hd__ha_2	0.18
sky130_fd_sc_hd__or3b_4	0.38
sky130_fd_sc_hd__a311oi_2	0.19
-- routing by layer --
layer  share of wire, %  vias up
met3               0.90        2
met1                 33      108
met5                  0        -
li1                   -      110
met2                 63        4
met4                2.3        0
-- path summary, 6_finish.rpt --
check                        start               endpoint  depth (start not counted)
max reg2reg  count[0]$_SDFFE_PP0P_  count[1]$_SDFFE_PP0P_                          4
min          count[2]$_SDFFE_PP0P_  count[2]$_SDFFE_PP0P_                          2
max          count[0]$_SDFFE_PP0P_  count[1]$_SDFFE_PP0P_                          4
min reg2reg  count[2]$_SDFFE_PP0P_  count[2]$_SDFFE_PP0P_                          2
-- timing repair --
action                                  4_1_cts  5_1_grt
hold buffers                                  0        0
endpoints found under the setup margin        4        2
pin swaps                                     0        2
resized                                      10        1
buffers inserted                              2        0
-- cells in the final DEF, fill, tap and decap left out, types with 2 or more instances in the layout --
| cell | synthesis | final |
|---|---|---|
| sky130_fd_sc_hd__buf_4 | 0 | 3 |
| sky130_fd_sc_hd__clkbuf_4 | 0 | 3 |
| sky130_fd_sc_hd__clkdlybuf4s50_1 | 0 | 3 |
| sky130_fd_sc_hd__dfxtp_2 | 0 | 3 |
| sky130_fd_sc_hd__dlygate4sd2_1 | 0 | 4 |
| sky130_fd_sc_hd__inv_1 | 2 | 2 |
| sky130_fd_sc_hd__nor2_1 | 2 | 2 |
Power and IR drop assume default switching activity.
